==> flow/design.v <==
module ram_vowels
(
    input wire clk,
    input wire w_en,
    input wire [5:0]addr,
    input wire [7:0]w_data,
    output wire [7:0]r_data
);
reg [7:0] memorie_efectiva [0:63];  
assign r_data = memorie_efectiva[addr];  
always@(posedge clk)
begin    
    if(w_en == 1)
    	begin
    	memorie_efectiva[addr] <= w_data;  
    	end 
end    
endmodule
==> flow/run.sh <==
#!/bin/bash
# OpenROAD 26Q1-2900-gdf79404cd8, Yosys 0.63+post, stock flow scripts
make -C /OpenROAD-flow-scripts/flow DESIGN_CONFIG=/design/flow/config.mk WORK_HOME=/design/flow/orfs finish
==> flow/config.mk <==
export PLATFORM = sky130hd
export DESIGN_NAME = ram_vowels
export DESIGN_NICKNAME = ram_vowels
export VERILOG_FILES = /design/flow/design.v
export SDC_FILE = /design/flow/constraint.sdc
export NUM_CORES = 4
export LEC_CHECK = 1
export CORE_UTILIZATION = 30
==> flow/constraint.sdc <==
current_design ram_vowels

set clk_period 11.4
set clk_io_pct 0.2

create_clock -name clk0 -period $clk_period [get_ports {clk}]

set non_clock_inputs [all_inputs -no_clocks]
set_input_delay [expr $clk_period * $clk_io_pct] -clock clk0 $non_clock_inputs
set_output_delay [expr $clk_period * $clk_io_pct] -clock clk0 [all_outputs]
==> results.cfg <==
; physical design summary
[sta]
unrepaired_setup_endpoints_after_global_routing = false
slew_headroom_pct = 34.0
final_worst_setup_slack_ns = 3.26
timing_hold_violations_final = 0
fin_setup_tns_ns = 0
max_slew.worst_pin.slew_ns = 0.987
fin_crit_sh_pct = 71.4
setup-violations-final = 0
finalCriticalPeriod_ns = 8.14
clock.fmax_ghz = 0.123
final_max_slew_viol_count = 0

[worst_setup_path]
cp.arrival_ns = 5.86
worstSetupEndpointType = primary output
cp_max_fo = 59
required_ns = 9.12
critPathKind = input port to primary output
critical_path.startpoint_type = input port

[clock_network]
clock_tree.buffer_depth = 3
resized_after_cts = 0
hold_buffers = 0
htreeDepth = 2
cts_setup_buffers = 0
cts_root_buf = sky130_fd_sc_hd__clkbuf_16
cts_num_sinks = 512
cts.clk_slew.worst_paths_ns = 0.06
cts_made_buffers = 50
tritoncts_clock_tree = built

[routing]
antenna_left = 0
routed_via_density = 5.29
firstDrtPassIters = 5
drt_iter0_drc = 719
route.detailed.wl_per_inst_um = 24.7
wirelength_mm = 51.9
detailroute.via_count = 11100
number_of_design_rule_violations_left_after_detail_routing = 0

[floorplanning]
core_util_floorplan_pct = 30.6
die_height_um = 262
io_pins = 24
core-area_um2 = 66300
placementRows = 94
chipWidth_um = 262
die_area_um2 = 68700

[placement]
place_worst_setup_slack_ns = 3.31
numPlacedInstances = 2013
io_buffer_count = 23
routabilityCongestion = 0.931
placedInstanceArea_um2 = 21500
hpwl_mm = 31.3

[layout]
layoutNonFillerInstCount = 2100
register_area_um2 = 15400
largest_register_ffs = 512
final_layout_size_suffix_gt1_share_pct = 13.9
registers.top_by_ff_count = memorie_efectiva
reg.largest.list = memorie_efectiva: 512 flops
stdcell_area_um2 = 23000
areaGrowthSynthToFinish_pct = 13.3
num-fill-cells = 6186
layout.area.comb_um2 = 4510

[logic_synthesis]
leading_area_contributor_after_synthesis = sky130_fd_sc_hd__edfxtp_1
synthesis.yosys.warnings = 1
synth_area_per_cell_um2 = 17.4
yosys.stat.seqShare_pct = 75.8
post_synth_edffs = 512
netlist_area_um2 = 20300
synthArstFlopShare_pct = 0
synthTopCellsByArea = sky130_fd_sc_hd__edfxtp_1 76%, sky130_fd_sc_hd__mux4_2 4.6%, sky130_fd_sc_hd__mux2i_1 3.1%
ys_area_um2 = 20300
ys_dominant_reg_cell = sky130_fd_sc_hd__edfxtp_1
numSynthFlops = 512
yosys.cell_count.top_type = sky130_fd_sc_hd__edfxtp_1
netlist.area_leader.share_pct = 75.8
synth.top_cells.by_count = 512 x sky130_fd_sc_hd__edfxtp_1, 82 x sky130_fd_sc_hd__nor2_1, 63 x sky130_fd_sc_hd__mux2i_1
synth.yosys.num_cells = 1163
syn_inst = 1163
unique_masters_post_synth = 55

[global_route]
antenna_found_initial = 3
globalRouteTotalUtil_pct = 16.3
grt_pass1_vias = 11500
overflow = 0
largest_net_degree_at_the_start_of_global_routing = 65
grt_first_pass_wirelength_mm = 76.3

[min_path]
worst_min_delay_path_class = input port to flip-flop

[job]
openroad.warnings = 25
timing.max_cap.violations = 0

[power]
total_leakage_power_nw = 7.18
ir_drop_mv = 0.104
total_power_per_unit_cell_area_nw_per_um2 = 167

[run_status]
outcome = complete, no violations
[where the power goes]
group / switching [mW] / total [mW] / internal [mW]
Sequential: 0.00271 / 2.09 / 2.08
Combinational: 0.148 / 0.218 / 0.0705
Clock: 0.657 / 1.52 / 0.866
Total: 0.807 / 3.83 / 3.02
[worst max-delay path, stage by stage]
cell and delay (ns):
sky130_fd_sc_hd__buf_4 0.37, sky130_fd_sc_hd__buf_4 0.64, sky130_fd_sc_hd__inv_1 0.27, sky130_fd_sc_hd__buf_4 0.33
sky130_fd_sc_hd__a221oi_1 0.27, sky130_fd_sc_hd__o32ai_1 0.13, sky130_fd_sc_hd__nor4_1 0.83, sky130_fd_sc_hd__nand4_1 0.19
sky130_fd_sc_hd__clkdlybuf4s50_1 0.47
[stage by stage]
stage / hold WS, ns / power (mW) / util, %
floorplan: 2.38 / 2.24 / -
global placement: 3.00 / 2.34 / 32.4
detailed placement: 3.01 / 2.35 / 32.4
CTS: 2.38 / 3.86 / 34.6
global route: 2.40 / 3.93 / 34.7
finish: 2.36 / 3.83 / 34.7
[area by class of cell]
class | instances | area share, %
repair buffers | 67 | 2.25
inverters | 3 | 0.0490
clock buffers | 70 | 6.05
flip-flops and latches | 512 | 66.9
well taps | 864 | 4.70
multi-input cells | 567 | 19.6
clock inverters | 16 | 0.430
diodes | 1 | 0.0109
[cell families after synthesis]
family | share of synthesized area [%]
multiplexers | 8.33
AND-OR/OR-AND | 8.14
buffers and inverters | 2.00
AND/OR/NAND/NOR | 5.76
flip-flops | 75.8
[per-layer routing]
layer,vias up,track usage [%],part of all wire [%],wire (um)
li1,4811,-,-,-
met1,5596,19.8,37,19100
met2,605,25.3,47,24200
met3,89,10.1,14,7030
met4,4,3.69,2.8,1470
met5,-,0.139,0.052,27
[path summary, 6_finish.rpt]
path                  startpoint                           endpoint  slack (ns)  cells past startpoint
worst max-delay path     addr[0]                          r_data[2]        3.26                      9
worst min-delay path   w_data[6]  memorie_efectiva[58][6]$_DFFE_PP_        2.36                      2
[placed cells by master, fill, tap and decap left out, types with 17 or more instances in the layout]
master                      Yosys  layout
sky130_fd_sc_hd__a22oi_1       40      40
sky130_fd_sc_hd__nand2b_1      24      24
sky130_fd_sc_hd__clkbuf_1      36      17
sky130_fd_sc_hd__edfxtp_1     512     512
sky130_fd_sc_hd__buf_4          4      46
sky130_fd_sc_hd__o22ai_1       22      22
sky130_fd_sc_hd__clkbuf_16      0      53
sky130_fd_sc_hd__mux4_2        41      41
sky130_fd_sc_hd__nand2_1       45      45
sky130_fd_sc_hd__a221oi_1      21      21
sky130_fd_sc_hd__mux2i_1       63      63
sky130_fd_sc_hd__nor2_1        82      81
sky130_fd_sc_hd__a21oi_1       28      28
Power and IR drop assume default switching activity.
