<file path="./config.mk">
export PLATFORM = sky130hd
export DESIGN_NAME = ram
export DESIGN_NICKNAME = ram
export VERILOG_FILES = /design/flow/design.v
export SDC_FILE = /design/flow/constraint.sdc
export NUM_CORES = 4
export LEC_CHECK = 1
export CORE_UTILIZATION = 40
export SYNTH_MEMORY_MAX_BITS = 65536
</file>
<file path="./constraint.sdc">
current_design ram

set clk_period 81.6
set clk_io_pct 0.2

create_clock -name clk0 -period $clk_period [get_ports {clock}]

set non_clock_inputs [all_inputs -no_clocks]
set_input_delay [expr $clk_period * $clk_io_pct] -clock clk0 $non_clock_inputs
set_output_delay [expr $clk_period * $clk_io_pct] -clock clk0 [all_outputs]
</file>
<file path="./design.v">
module ram 
(
    input wire clock,
		input wire [10:0] addr_r,  
		output wire [7:0] data_r,  
		input wire we,
		input wire [10:0] addr_w,
		input wire [7:0] data_w
);
reg [7:0] memorie_efectiva [0:2047];  
assign data_r = memorie_efectiva[addr_r];  
always@(posedge clock)
begin    
    if(we == 1)
    	begin
    	memorie_efectiva[addr_w] <= data_w;  
    	end 
end    
endmodule
</file>
<file path="./run.sh">
#!/bin/bash
# OpenROAD 26Q1-2900-gdf79404cd8, Yosys 0.63+post, stock flow scripts
make -C /OpenROAD-flow-scripts/flow DESIGN_CONFIG=/design/flow/config.mk WORK_HOME=/design/flow/orfs finish
</file>
==> impl_metrics.env <==
# implementation run metrics
export IMPL_status="complete, but fails checks"
export IMPL_violations="capacitance limit, slew limit"
export IMPL_ir_drop_uv=19.5
export IMPL_crit_arrival_ns=29.11
export IMPL_startpoint_type="input pin"
export IMPL_drv_cap=2
export IMPL_critPathSlowestCell="nor2_1"
export IMPL_core_mm2=1.60
export IMPL_synth_area_top_cells="edfxtp_1 (77%), mux4_2 (8.1%), mux2i_1 (5.4%), o221ai_1 (1.5%), nor2_1 (1.5%)"
export IMPL_synth_seq_share_pct=76.5
export IMPL_synth_distinct_cells=96
export IMPL_overflow=0
export IMPL_cts_resized=0
export IMPL_hold_violations=0
export IMPL_postSynthCellCount=32900
export IMPL_drive_above_1_share_pct=19.1
export IMPL_ys_flop_type="edfxtp_1"
export IMPL_ys_cells=32900
export IMPL_crit_path_end_kind="output pin"
export IMPL_antenna_found_initial=247
export IMPL_yosysChipArea_mm2=0.643
export IMPL_numCtsBuffers=1637
export IMPL_critPathMaxStageDelay_ns=1.10
export IMPL_reg_largest_list="memorie_efectiva x16384"
export IMPL_grt_max_degree=146
export IMPL_cts_num_sinks=16400
export IMPL_grt_pass1_vias=363000
export IMPL_min_period_ns=45.43
export IMPL_fin_area_mm2=0.724
export IMPL_clockBufferDepth=6
export IMPL_finalMaxSlewViolations=14
export IMPL_placed_area_mm2=0.672
export IMPL_largest_reg_flops=16400
export IMPL_yosys_warnings=1
export IMPL_rsz0062_at_grt="no"
export IMPL_synth_flop_count=16400
export IMPL_fp_dieW_um=1270
export IMPL_grtUsageTotal_pct=27.7
export IMPL_cts_max_level=7
export IMPL_largest_register="memorie_efectiva"
export IMPL_synthArstFlopShare_pct=0
export IMPL_vias_per_cell=5.92
export IMPL_edf_count=16400
export IMPL_netlist_area_mm2=0.643
export IMPL_worstPathRequired_ns=65.28
export IMPL_gp_congestion=0.949
export IMPL_final_setup_tns_ns=0
export IMPL_top_area_cell="edfxtp_1"
export IMPL_relSlewSlack_pct=-12.2
export IMPL_dr_pass1_iters=7
export IMPL_area_delta_synth_final_pct=12.7
export IMPL_critPathKind="in2out"
export IMPL_whs_ns=15.39
export IMPL_power_total_mw=17.5
export IMPL_cts_tree="yes"
export IMPL_worstHoldEndpoint="memorie_efectiva[552][1]"
export IMPL_period_used_pct=55.7
export IMPL_grt_pass1_wl_um=2830000
export IMPL_post_cts_buffers=0
export IMPL_max_freq_mhz=22.0
export IMPL_synth_area_per_cell_um2=19.5
export IMPL_fp_utilization_pct=40.1
export IMPL_setup_viol=0
export IMPL_cp_max_fo=71
export IMPL_dieArea_mm2=1.61
export IMPL_hold_path_cell_count=1
export IMPL_cts_hold_buf=0
export IMPL_drt_iter0_drc=24000
export IMPL_warning_count=83
export IMPL_leakage_nw=229
export IMPL_hpwl_um=1320000
export IMPL_path_clk_slew_ns=0.06
export IMPL_clock_tree_root_cell="clkbuf_16"
export IMPL_wl_per_cell_um=35.9
export IMPL_top_cell_area_share_pct=76.5
export IMPL_worstHoldPathType="in2reg"
export IMPL_die_h_um=1270
export IMPL_io_buffers=39
export IMPL_vias=339000
export IMPL_crit_top_cell="buf_4"
export IMPL_worstMarginPinSlew_ns=1.68
export IMPL_post_route_drc_count=0
export IMPL_powerDensity_mw_per_mm2=24.1
export IMPL_placementRows=465
export IMPL_hp_start="data_w[1]"
export IMPL_ant_nets=0
export IMPL_ios=40
export IMPL_wirelength_um=2050000
metrics by stage:
step	cells	worst slack [ns]	util [%]
after floorplan	32900	46.53	-
after global placement	53900	36.37	41.9
after detailed placement	53900	36.50	41.9
after CTS	56800	36.45	45.1
after global routing	56900	35.61	45.2
final	57200	36.17	45.2
cell families (layout without fill, tap and decap cells):
group	Yosys count	in the layout	share of synthesized area, %
flip-flops	16400	16400	76.5
multiplexers	5943	5943	14.0
AND-OR/OR-AND	4210	4210	4.54
AND/OR/NAND/NOR	4098	4098	2.72
buffers and inverters	2255	4878	2.26
other	0	451	0
metal layers:
metal	global-route usage [%]	wire length (um)	up-vias
li1	-	-	140000
met1	27.7	575000	169000
met2	37.4	898000	25300
met3	26.8	447000	4466
met4	13.1	121000	375
met5	5.75	11400	-
layout by cell type, fill, tap and decap left out, types with 98 or more instances in the layout:
cell type,n
clkinv_1,393
bufinv_16,153
nand2_1,462
buf_4,1894
edfxtp_1,16400
clkinv_2,285
a21oi_1,756
o21ai_0,429
a211oi_1,134
nand3_1,138
clkbuf_1,307
nor4_1,102
nor2_1,2524
o22ai_1,945
a31oi_1,163
mux2i_1,3462
diode_2,451
a22oi_1,98
nor3_1,407
o221ai_1,1104
clkbuf_16,1657
mux4_2,2303
synth_stat cells, types with 19 or more instances:
cell	n
edfxtp_1	16400
mux2i_1	3462
nor2_1	2552
mux4_2	2303
o221ai_1	1104
clkbuf_1	956
o22ai_1	946
a21oi_1	761
nand2_1	488
o21ai_0	442
nor3_1	420
buf_6	418
buf_2	312
buf_1	218
buf_4	195
nand3_1	174
a31oi_1	166
a211oi_1	135
nor4_1	117
a22oi_1	98
mux2_2	93
buf_8	91
a2111oi_0	87
mux4_1	85
nand4_1	66
a221oi_1	62
and2_1	50
or3_1	49
o21a_1	43
and3_1	41
o211ai_1	39
buf_12	34
a211o_1	33
o311ai_0	33
o31ai_1	32
a21o_1	30
a32oi_1	27
o32ai_1	24
a311oi_1	22
or4_1	20
nor2b_1	19
where the power goes:
part	switching, mW	internal [mW]	leakage (nW)
Sequential	0.000619	9.26	147
Combinational	0.665	0.264	57.1
Clock	3.10	4.18	25.0
worst max-delay path by stage:
stage | startpoint | endpoint | slack (ns) | cells past startpoint
final | addr_r[0] | data_r[2] | 36.17 | 26
after global routing | addr_r[0] | data_r[2] | 35.61 | 26
after CTS | addr_r[0] | data_r[2] | 36.45 | 26
cell type report:
type / instances / area (um2)
well taps: 21200 / 26600
diodes: 451 / 1130
fillers: 131000 / 878000
flip-flops and latches: 16400 / 492000
clock buffers: 1964 / 42600
inverters: 6 / 45.0
multi-input cells: 14300 / 138000
clock inverters: 926 / 8460
repair buffers: 1982 / 15800
critical path: cells and delay by family:
| family | cells | cell delay, ns |
|---|---|---|
| AND-OR/OR-AND | 3 | 1.47 |
| buffers and inverters | 17 | 8.58 |
| multiplexers | 1 | 0.17 |
| AND/OR/NAND/NOR | 5 | 2.03 |
Power and IR drop assume default switching activity.
