### ./config.mk
export PLATFORM = sky130hd
export DESIGN_NAME = compute_behav
export DESIGN_NICKNAME = compute_behav
export VERILOG_FILES = /design/flow/design.v
export SDC_FILE = /design/flow/constraint.sdc
export NUM_CORES = 4
export LEC_CHECK = 1
export CORE_AREA = 10 10 73 73
export DIE_AREA = 0 0 83 83
### ./constraint.sdc
current_design compute_behav

set clk_period 7.1
set clk_io_pct 0.2

create_clock -name clk0 -period $clk_period

set non_clock_inputs [all_inputs -no_clocks]
set_input_delay [expr $clk_period * $clk_io_pct] -clock clk0 $non_clock_inputs
set_output_delay [expr $clk_period * $clk_io_pct] -clock clk0 [all_outputs]
### ./design.v
module compute_behav
(
    input wire [7:0] in0,  
    input wire [7:0] in1,  
    output reg [7:0] out
);
always @ (*) 
begin
    if(in0[0] == 0)
    begin
       out = 2*in0 + in1 +3;
    end
    else
    begin
       out = 2*in0 + in1 -1;
    end
end
endmodule
### ./run.sh
#!/bin/bash
# OpenROAD 26Q1-2900-gdf79404cd8, Yosys 0.63+post, stock flow scripts
make -C /OpenROAD-flow-scripts/flow DESIGN_CONFIG=/design/flow/config.mk WORK_HOME=/design/flow/orfs finish
==> results_dict.tcl <==
# implementation run metrics
set metrics [dict create \
    grt_usage 0.0315 \
    cts_resized 0 \
    grt_pass1_wl_mm 1.97 \
    antenna_found_initial 0 \
    die_h_um 83 \
    grt_overflow 0 \
    syn_to_final_growth_pct 61.7 \
    p_leak_nw 0.323 \
    diodes 0 \
    yosysUniqueCellTypes 24 \
    ys_cells 60 \
    die_x_um 83 \
    seq_cells 0 \
    most_common_cell "ha_1" \
    synthTopCellsByCount "ha_1 (12), xnor2_1 (7), inv_1 (6)" \
    crit_fanout 8 \
    rows 22 \
    cts_hold_buf 0 \
    dp_hpwl_mm 1.12 \
    power_density_nw_per_um2 133 \
    avgSynthCellArea_sq_um 7.84 \
    clock_power_share 0 \
    grt_max_degree 9 \
    finalHoldViolCount 0 \
    relSlewSlack 0.786 \
    peakVddDrop_v 0.0000296 \
    min_path_type "in2out" \
    switching_share 0.379 \
    cp-start-kind "primary input" \
    fin_crit_ns 5.90 \
    flop_area_sq_um 0 \
    synth_cells 60 \
    drcViolationCount 0 \
    drt.antenna.violating_nets 0 \
    viasPerCell 3.68 \
    cts_setup_buffers 0 \
    wirelength_mm 1.15 \
    comb_power_share 1.000 \
    drv_cap 0 \
    top_cells_by_area "ha_1 (32%), xnor2_1 (13%), xor2_1 (5.6%)" \
    top_cell_area_share 0.319 \
    seq_power_share 0 \
    yosys_area_sq_um 470 \
    layout-drive-gt1-share 0.0361 \
    period_used_share 0.831 \
    crit_type "in2out" \
    gp_congestion 0.785 \
    ios 24 \
    synth_area_leader_cell "ha_1" \
    port_buffers 23 \
    firstDrtPassIters 1 \
    power_w 0.000101 \
    initial_utilization 0.126 \
    wl_per_cell_um 8.77 \
    synth_area_sq_um 470 \
    postSynthSeqShare 0 \
    max_freq_mhz 170 \
    drt_iter0_markers 0 \
    drv_slew 0 \
    grt_pass1_vias 497 \
    vias 482 \
    worstPathRequired_ns 5.68 \
    critPathArrivalTime_ns 4.48 \
    setup_viol 0 \
    yosysWarnings 1 \
    placed_area_sq_um 761 \
    tool_warnings 33 \
    switching_power_w 0.0000383 \
    clkbuf_count 0 \
    finish.utilization 0.203 \
    finalSetupTns_ns 0 \
    p_int_w 0.0000626 \
    fin_area_sq_um 761 \
    core_sq_um 3740 \
    rsz0062_at_grt "false" \
    status "finished, final reports clean" \
    dieArea_sq_um 6890 \
    worst_pin_slew_ns 0.320 \
    end_kind "primary output" \
]
## through the flow
stage	worst slack (ns)	instances	hold WS (ns)
2_1_floorplan	2.40	60	2.86
6_report	1.20	131	3.78
3_5_place_dp	1.14	131	3.79
5_1_grt	0.924	131	3.83
4_1_cts	1.13	131	3.79
3_3_place_gp	1.16	131	3.78
## metal layers
layer,routed length (um),global-route usage,up-vias
met5,0,0,-
met4,16,0.00462,0
met3,46,0.00492,2
met2,604,0.0642,10
met1,482,0.0324,208
li1,-,-,262
## logic make-up (layout without fill, tap and decap cells)
group,after synthesis,in the layout,synth area share
compound gates,20,20,0.285
xor+xnor,10,10,0.186
fa+ha+maj,13,13,0.362
buf+inv,6,29,0.0479
mux,1,1,0.0213
simple gates,10,10,0.0984
## cell type report
cell class	count	area, sq um
Fill cell	424	2980
Tap cell	48	60.1
Timing Repair Buffer	23	230
Inverter	6	22.5
Multi-Input combinational cell	54	448
## cells in the final DEF, fill, tap and decap left out, drive strengths merged, types with 2 or more instances in the layout
cell and count:
xor2 3, xnor2 7, clkdlybuf4s50 23, inv 6
nor2 3, a21oi 6, o21ai 5, ha 12
a21o 2, nand2 3, o21bai 2
## worst paths after layout
check	slack [ns]	start	endpoint	depth (start not counted)
worst max-delay path	1.20	in0[0]	out[6]	12
worst min-delay path	3.78	in1[0]	out[0]	3
## power groups by stage
| stage | Combinational [W] | Clock (W) | Sequential [W] |
|---|---|---|---|
| after CTS | 0.000103 | 0 | 0 |
| final | 0.000101 | 0 | 0 |
| after global routing | 0.000112 | 0 | 0 |
## critical path, cell delays in order
cell	delay, ns
clkdlybuf4s50_1	0.57
ha_1	0.32
a21o_1	0.16
a21oi_1	0.21
o21bai_1	0.08
a21oi_1	0.17
xnor2_1	0.08
ha_1	0.31
inv_1	0.08
or4_1	0.49
nand3_1	0.09
clkdlybuf4s50_1	0.49
No activity file was given, so power comes from the tool's default toggle rates.
